===== ./design.v =====
module vga_top (
    input wire clk,             
    input wire rst,             
    input wire btnU,           
    input wire btnD,           
    input wire btnR,           
    input wire btnL,           
    output wire [3:0] vgaRed,  
    output wire [3:0] vgaGreen,
    output wire [3:0] vgaBlue, 
    output wire Hsync,         
    output wire Vsync          
);
    wire clk_25MHz;
    clock_divider clk_div (
        .clk_in(clk),
        .rst(rst),
        .clk_out(clk_25MHz)
    );
    wire [9:0] pixel_x;        
    wire [9:0] pixel_y;        
    wire video_on;             
    reg [9:0] scroll_x = 0;
    reg [9:0] scroll_y = 0;
    reg [15:0] scroll_counter = 0;
    wire scroll_tick;
    always @(posedge clk_25MHz) begin
        if (rst)
            scroll_counter <= 0;
        else
            scroll_counter <= scroll_counter + 1;
    end
    assign scroll_tick = (scroll_counter == 0);
    vga_sync sync_gen (
        .clk(clk_25MHz),
        .rst(rst),
        .hsync(Hsync),
        .vsync(Vsync),
        .video_on(video_on),
        .pixel_x(pixel_x),
        .pixel_y(pixel_y)
    );
    pattern_gen pattern (
        .clk(clk_25MHz),
        .video_on(video_on),
        .pixel_x(pixel_x),
        .pixel_y(pixel_y),
        .scroll_x(scroll_x),
        .scroll_y(scroll_y),
        .vgaRed(vgaRed),
        .vgaGreen(vgaGreen),
        .vgaBlue(vgaBlue)
    );
    always @(posedge clk_25MHz) begin
        if (rst) begin
            scroll_x <= 0;
            scroll_y <= 0;
        end else if (scroll_tick) begin
            if (btnR) scroll_x <= scroll_x + 1;
            if (btnL) scroll_x <= scroll_x - 1;
            if (btnD) scroll_y <= scroll_y + 1;
            if (btnU) scroll_y <= scroll_y - 1;
        end
    end
endmodule
module clock_divider (
    input wire clk_in,
    input wire rst,
    output reg clk_out
);
    reg count = 0;
    always @(posedge clk_in or posedge rst) begin
        if (rst) begin
            count <= 0;
            clk_out <= 0;
        end else begin
            count <= ~count;
            if (count) clk_out <= ~clk_out;
        end
    end
endmodule
module pattern_gen (
    input wire clk,
    input wire video_on,
    input wire [9:0] pixel_x,
    input wire [9:0] pixel_y,
    input wire [9:0] scroll_x,
    input wire [9:0] scroll_y,
    output reg [3:0] vgaRed,
    output reg [3:0] vgaGreen,
    output reg [3:0] vgaBlue
);
    parameter SQUARE_SIZE = 64;  
    wire [9:0] adjusted_x = pixel_x + scroll_x;
    wire [9:0] adjusted_y = pixel_y + scroll_y;
    wire is_black_square = ((adjusted_x / SQUARE_SIZE) + (adjusted_y / SQUARE_SIZE)) % 2;
    always @(posedge clk) begin
        if (!video_on) begin
            vgaRed <= 0;
            vgaGreen <= 0;
            vgaBlue <= 0;
        end else begin
            if (is_black_square) begin
                vgaRed <= 4'h0;
                vgaGreen <= 4'h0;
                vgaBlue <= 4'hF;
            end else begin
                vgaRed <= 4'hF;
                vgaGreen <= 4'hF;
                vgaBlue <= 4'h0;
            end
        end
    end
endmodule
module vga_sync (
    input wire clk,           
    input wire rst,
    output reg hsync,
    output reg vsync,
    output wire video_on,
    output reg [9:0] pixel_x,
    output reg [9:0] pixel_y
);
    parameter H_DISPLAY = 640;  
    parameter H_FRONT = 16;     
    parameter H_SYNC = 96;      
    parameter H_BACK = 48;      
    parameter H_TOTAL = 800;    
    parameter V_DISPLAY = 480;  
    parameter V_FRONT = 10;     
    parameter V_SYNC = 2;       
    parameter V_BACK = 33;      
    parameter V_TOTAL = 525;    
    reg [9:0] h_count = 0;
    reg [9:0] v_count = 0;
    always @(posedge clk or posedge rst) begin
        if (rst) begin
            h_count <= 0;
            v_count <= 0;
        end else begin
            if (h_count == H_TOTAL-1) begin
                h_count <= 0;
                if (v_count == V_TOTAL-1)
                    v_count <= 0;
                else
                    v_count <= v_count + 1;
            end else
                h_count <= h_count + 1;
        end
    end
    always @(posedge clk or posedge rst) begin
        if (rst) begin
            hsync <= 1;
            vsync <= 1;
        end else begin
            hsync <= ~(h_count >= H_DISPLAY + H_FRONT && 
                      h_count < H_DISPLAY + H_FRONT + H_SYNC);
            vsync <= ~(v_count >= V_DISPLAY + V_FRONT && 
                      v_count < V_DISPLAY + V_FRONT + V_SYNC);
        end
    end
    assign video_on = (h_count < H_DISPLAY) && (v_count < V_DISPLAY);
    always @(posedge clk) begin
        pixel_x <= h_count;
        pixel_y <= v_count;
    end
endmodule

===== ./run.sh =====
#!/bin/bash
# OpenROAD 26Q1-2900-gdf79404cd8, Yosys 0.63+post, stock flow scripts
make -C /OpenROAD-flow-scripts/flow DESIGN_CONFIG=/design/flow/config.mk WORK_HOME=/design/flow/orfs finish

===== ./config.mk =====
export PLATFORM = sky130hd
export DESIGN_NAME = vga_top
export DESIGN_NICKNAME = vga_top
export VERILOG_FILES = /design/flow/design.v
export SDC_FILE = /design/flow/constraint.sdc
export NUM_CORES = 4
export LEC_CHECK = 1
export CORE_UTILIZATION = 40

===== ./constraint.sdc =====
current_design vga_top

set clk_period 1.7
set clk_io_pct 0.2

create_clock -name clk0 -period $clk_period [get_ports {clk}]

set non_clock_inputs [all_inputs -no_clocks]
set_input_delay [expr $clk_period * $clk_io_pct] -clock clk0 $non_clock_inputs
set_output_delay [expr $clk_period * $clk_io_pct] -clock clk0 [all_outputs]

==> reports/qor.yml <==
floorplanning:
  chipArea_sq_um: 9090
  fp_util_pct: 41.8
  die_h_um: 95.3
  rows: 33
  ios: 20
  core_area_sq_um: 8340
  die_w_um: 95.3
detailed_routing:
  antenna_cells_inserted: 0
  avgViaCountPerCell: 5.11
  drt-wirelength-per-cell_um: 12.1
  dr.first_iter.drc_count: 78
  drt_wl_total_um: 5690
  route.vias.total: 2408
  first_pass_iters: 4
  antenna_left: 0
  remaining_drc_errors: 0
timing:
  grt_setup_unrepaired: "false"
  timing.fmax_mhz: 1520
  slew_headroom_pct: 60.1
  fin_crit_ns: 0.659
  unclocked_pins: 68
  setup_viol: 0
  slew_violations: 0
  worst_pin_slew_ns: 0.583
  finalSetupTns_ns: 0
  unconstrained_endpoints: 82
  final.setup_skew_ns: 0.000904
  period_used_pct: 38.7
  fin_ws_ns: 1.04
  finalHoldViolCount: 0
setup_path:
  slowest_stage: "dfrtp_1"
  regToRegSetupSlack_ns: 1.04
  cp_num_cells: 1
  crit_path_end_kind: "flip-flop"
  crit_end: "clk_div.clk_out$_DFFE_PP0P_"
  crit_type: "flip-flop to flip-flop"
  cp-start-kind: "flip-flop"
  crit_chain: "xor2_1"
  arrival_ns: 0.75
  crit_fanout: 2
  cp.required_ns: 1.79
  r2r_end: "clk_div.clk_out$_DFFE_PP0P_"
  path_buffers: 0
  r2r_start: "clk_div.clk_out$_DFFE_PP0P_"
  worstRegToRegCells: 1
  critPathTopFamily: "flip-flops"
  worstSetupStartpoint: "clk_div.clk_out$_DFFE_PP0P_"
  max_stage_delay_ns: 0.38
global_route:
  grt_first_pass_wirelength_um: 9920
  antenna_found_initial: 0
  grt_max_degree: 69
  track_usage_pct: 13.7
  gr-total-overflow: 0
  grt_pass1_vias: 2218
synthesis:
  common_cells: "dfxtp_1 (46), nor2_1 (39), ha_1 (26)"
  synth-edff-count: 0
  flop_cell: "dfxtp_1"
  ys_chip_area_sq_um: 3480
  yosysTopAreaCell: "dfxtp_1"
  yosysWarnings: 4
  synth-cells-yosys: 358
  synth_flops: 70
  top_cell: "dfxtp_1"
  avgSynthCellArea_sq_um: 9.73
  synth_area_sq_um: 3480
  topCellsByArea: "dfxtp_1 (26%), dfrtp_1 (16%), ha_1 (9.3%), xor2_1 (5.0%), nor2_1 (4.2%)"
  yosys.stat.seqShare_pct: 43.7
  synthCells: 358
  synth_cell_types: 48
  yosys.area.top_type_share_pct: 26.4
  async_reset_ff_share_pct: 34.3
cells_and_area:
  drive_gt1_share_pct: 5.19
  final_cells: 471
  fillerInstances: 782
  syn2layout_area_growth_pct: 7.86
  fin_area_sq_um: 3760
clock_tree:
  cts_root_buf: "clkbuf_8"
  clk_path_buf_depth: 2
  clk_latency_ns: 0.21
  cts_tree: "yes"
  numCtsBuffers: 3
  cts_setup_buffers: 0
  cts_hold_repair.buffers: 0
  cts-htree-levels: 1
  cts_resized: 0
  clk_pin_slew_ns: 0.03
placed_design:
  placed_cell_area_sq_um: 3720
  dp_hpwl_um: 4240
  placedCellCount: 468
  gp_congestion: 0.836
  dp_slack_ns: 1.03
  io_buffers: 19
job:
  maxCapViolations: 0
  warnings: 29
min_path:
  hold_path.class: "input port to async pin"
power_and_ir_drop:
  power_density_nw_per_um2: 92.3
  vdd_drop_max_v: 0.000372
  p_leak_nw: 1.62
status:
  outcome: "completed"
==> metal layers <==
| metal | vias up | GRT usage [%] | routed length, um |
|---|---|---|---|
| li1 | 1262 | - | - |
| met1 | 1121 | 22.1 | 3090 |
| met2 | 21 | 22.3 | 2540 |
| met3 | 4 | 0 | 48 |
| met4 | 0 | 0.631 | 17 |
| met5 | - | 0 | 0 |
==> where the power goes <==
part,internal [mW],switching (mW)
combinational,0.0422,0.0692
clock,0.150,0.0365
sequential,0.0491,0
==> logic make-up after synthesis <==
family,share of synthesized area [%]
adders and majority gates,10.5
muxes,2.08
and+or+nand+nor,20.2
buffers and inverters,4.70
AOI/OAI and AO/OA,9.98
DFF,43.7
xor gates and xnor gates,8.80
==> cell usage in the layout, fill, tap and decap left out, types with 2 or more instances in the layout <==
cell type        synthesis  final
a2111oi_0                2      2
a211oi_1                 7      7
a21o_1                   4      4
a21oi_1                 14     14
and3_1                   9      9
and4_1                   6      6
buf_4                   10      3
clkbuf_8                 0      3
clkdlybuf4s50_1          0     19
dfrtp_1                 22     22
dfstp_2                  2      2
dfxtp_1                 46     46
fa_1                     2      2
ha_1                    26     26
inv_1                   14     14
mux2_2                   2      2
mux2i_1                  5      5
nand2_1                 22     22
nand3_1                 17     17
nand3b_1                 2      2
nand4_1                  9      9
nor2_1                  39     39
nor2b_1                  6      6
nor3_1                  10     10
nor4_1                   3      3
nor4_2                   2      2
nor4b_2                  2      2
o21a_1                   2      2
o21ai_0                 12     12
o21bai_1                 3      3
or3_1                    3      3
xnor2_1                 15     15
xor2_1                  20     20
==> worst min-delay path by stage <==
stage | from | end | slack [ns] | cells after the start
after CTS | rst | clk_div.clk_out$_DFFE_PP0P_ | 0.33 | 2
after global routing | rst | clk_div.clk_out$_DFFE_PP0P_ | 0.36 | 2
final | rst | clk_div.clk_out$_DFFE_PP0P_ | 0.33 | 2
==> registers in the layout (all words and copies together), names as in the netlist <==
signal            cells
scroll_counter       16
sync_gen.h_count     10
sync_gen.v_count     10
scroll_x              7
scroll_y              7
sync_gen.pixel_x      7
sync_gen.pixel_y      7
clk_div.clk_out       1
clk_div.count         1
pattern.vgaBlue       1
pattern.vgaRed        1
sync_gen.hsync        1
sync_gen.vsync        1
==> per-stage QoR <==
stage / hold WS [ns] / power, mW / utilization [%]
5_1_grt: 0.362 / 0.370 / 45.1
6_report: 0.326 / 0.347 / 45.1
2_1_floorplan: 0.381 / 0.119 / -
3_5_place_dp: 0.439 / 0.162 / 44.6
3_3_place_gp: 0.433 / 0.160 / 44.6
4_1_cts: 0.327 / 0.357 / 45.1
==> cell type report <==
type	instances	area [sq um]	share of cell area, %
Clock buffer	3	41.3	1.10
Inverter	14	52.6	1.40
Multi-Input combinational cell	257	1800	47.8
Sequential cell	70	1520	40.5
Tap cell	105	131	3.50
Timing Repair Buffer	22	213	5.66
Power is estimated from default activity; no workload was simulated.

File: flow/config.mk
export PLATFORM = sky130hd
export DESIGN_NAME = address_generator
export DESIGN_NICKNAME = address_generator
export VERILOG_FILES = /design/flow/design.v
export SDC_FILE = /design/flow/constraint.sdc
export NUM_CORES = 4
export LEC_CHECK = 1
export CORE_UTILIZATION = 30
File: flow/constraint.sdc
current_design address_generator

set clk_period 9.6
set clk_io_pct 0.2

create_clock -name clk0 -period $clk_period [get_ports {clk}]

set non_clock_inputs [all_inputs -no_clocks]
set_input_delay [expr $clk_period * $clk_io_pct] -clock clk0 $non_clock_inputs
set_output_delay [expr $clk_period * $clk_io_pct] -clock clk0 [all_outputs]
File: flow/design.v
module address_generator #(
  parameter DATA_WIDTH = 3,
  parameter ADDR_WIDTH = 20,
  parameter MEM_WIDTH = 640,
  parameter MEM_HEIGHT = 480
) (
  input logic clk,
  input logic rst,
  input logic [9:0] x,
  input logic [9:0] y,
  input logic [9:0] cursor_x,
  input logic [9:0] cursor_y,
  input logic [3:0] brushSize,
  input logic [3:0] paintArea,  
  input logic draw,
  input logic drawColorRed,
  input logic drawColorGreen,
  input logic drawColorBlue,
  input logic video_on,
  output logic mem_we,
  output logic [ADDR_WIDTH-1:0] mem_write_addr,
  output logic [DATA_WIDTH-1:0] mem_write_data,
  output logic [ADDR_WIDTH-1:0] mem_read_addr
);
  logic [ADDR_WIDTH-1:0] init_addr;
  logic init_done;
  logic mem_init_we;
  localparam WHITE = 3'b111;
  always_ff @(posedge clk) begin
    if (rst) begin
        init_addr <= '0;
        init_done <= 1'b0;
        mem_init_we <= 1'b1;
    end else if (!init_done) begin
      if (init_addr < (MEM_WIDTH * MEM_HEIGHT)-1) begin
        init_addr <= init_addr + 1;
        mem_init_we <= 1'b1;
      end else begin
        init_done <= 1'b1;
        mem_init_we <= 1'b0;
      end
    end
  end
  always_ff @(posedge clk) begin
    mem_we <= 1'b0;   
    mem_write_data <= WHITE;  
    if (!init_done) begin
      mem_write_addr <= init_addr;
      mem_write_data <= WHITE;
      mem_we <= mem_init_we;
    end else if (video_on) begin
      if ((x >= cursor_x - paintArea && x <= cursor_x + paintArea) &&
          (y >= cursor_y - paintArea && y <= cursor_y + paintArea)) begin
        mem_write_addr <= (y * MEM_WIDTH) + x;
        if(draw) begin
          mem_write_data <= {drawColorRed, drawColorGreen, drawColorBlue};
          mem_we <= 1'b1;
        end
      end
    end
  end
  always_ff @(posedge clk) begin
    mem_read_addr <= (y * MEM_WIDTH) + x;
  end
endmodule
File: flow/run.sh
#!/bin/bash
# OpenROAD 26Q1-2900-gdf79404cd8, Yosys 0.63+post, stock flow scripts
make -C /OpenROAD-flow-scripts/flow DESIGN_CONFIG=/design/flow/config.mk WORK_HOME=/design/flow/orfs finish
==> flow_summary.yaml <==
# implementation run metrics
detailed_routing:
  first_pass_iters: 4
  drtIter0Drc: 170
  avgViaCountPerCell: 4.79
  antenna-diode-count: 0
  wire_per_inst_um: 13.3
  vias: 4114
  ant_nets: 0
  drc_errors: 0
  totalWireLength_mm: 11.4
die:
  top_level_ports: 99
  fp.dieW_um: 132
  core_um2: 16500
  die_h_um: 132
  rows: 47
  fp_util: 0.306
  die-area_um2: 17400
sta:
  hold_viol_final: 0
  whs_ns: 0.452
  drv_slew: 0
  timing.fmax_mhz: 176
  fin_crit_sh: 0.591
  rsz0062_at_grt: "no"
  setup_tns_ns: 0
  slew_headroom: 0.644
  fin_skew_ns: 0.00752
  worst_pin_slew_ns: 0.530
  finalSetupViolCount: 0
  min_period_ns: 5.68
synthesis:
  synth.cell_area_um2: 5060
  top_cell: "ha_1"
  ys_cells: 540
  yosys-stat-area_um2: 5060
  common_cells: "ha_1 (76), dfxtp_1 (46), nor2_1 (42)"
  synth.distinct_cells: 58
  yosys_warnings: 1
  topCellsByArea: "ha_1 (19%), dfxtp_1 (18%), edfxtp_1 (12%)"
  synth.avg_cell_area_um2: 9.37
  synthFlopType: "dfxtp_1"
  synthCells: 540
  ys.flops: 66
  synth_seq_share: 0.301
  synth-edff-count: 20
  async_flop_share: 0
  top_area_cell: "ha_1"
  top_area_frac: 0.188
grt:
  grt_max_degree: 31
  grtUsageTotal: 0.136
  antenna_found_initial: 0
  grt_pass1_wl_mm: 19.0
  gr-total-overflow: 0
  grt_pass1_vias: 3905
power_and_ir_drop:
  p_clk_frac: 0.355
  p_leak_nw: 2.72
  power-per-cell-area_nw_per_um2: 129
  ir_worst_vdd_uv: 90.0
  p_sw_frac: 0.282
  p_int_w: 0.000605
  p_seq_frac: 0.366
  p_sw_w: 0.000237
  p_comb_frac: 0.278
min_path:
  min-delay-start: "mem_init_we$_SDFFE_PP1N_"
  min_path_cells: 2
  worst_hold_path_type: "register to register"
  hold_end: "mem_init_we$_SDFFE_PP1N_"
worst_setup_path:
  end_kind: "register"
  reg2regPathDepth: 6
  required_ns: 9.60
  crit_type: "primary input to register"
  worstSetupStartpointType: "primary input"
  r2r_slack_ns: 7.23
  reg2reg_from: "init_addr[12]$_SDFFE_PP0P_"
  crit_arrival_ns: 5.67
  worst-path-max-fanout: 20
  r2r-end: "init_addr[13]$_SDFFE_PP0P_"
run:
  drv_cap: 0
  warnings: 37
clock_network:
  cts_buffer_depth: 2
  cts-resized-gates: 0
  cts-hold-fix-buffers: 0
  clk_latency_ns: 0.33
  root_buffer: "clkbuf_16"
  clkTransAtPathRegs_ns: 0.05
  numCtsBuffers: 9
  cts_tree: "built"
  cts_sinks: 66
  ctsHtreeMaxLevel: 3
  cts_setup_buffers: 0
placed_design:
  place_area_um2: 6250
  port_buffers: 94
  hpwlAfterDp_mm: 9.42
  gp_congestion: 0.914
  dp.cells: 843
finish:
  final_area_um2: 6530
  syn_to_final_growth_pct: 29.1
  utilization: 0.395
  drive_above_1_share: 0.0751
  fin_cells: 859
run_status:
  status: "completed"
-- how the worst max path moves through the flow --
stage                   startpoint                           to  slack, ns  depth (start not counted)
after CTS             paintArea[1]  mem_write_addr[1]$_DFFE_PP_       3.86                         15
final                 paintArea[1]  mem_write_addr[1]$_DFFE_PP_       3.92                         16
after global routing  paintArea[1]  mem_write_addr[1]$_DFFE_PP_       3.65                         15
-- stage by stage --
step                      worst slack (ns)  power (W)
after detailed placement              3.53   0.000550
after floorplan                       3.49   0.000453
final                                 3.92   0.000842
after CTS                             3.86   0.000852
after global placement                3.57   0.000546
after global routing                  3.65   0.000898
-- cell families after synthesis --
family | share of synthesized area
buffers and inverters | 0.0366
flip-flops | 0.301
AND/OR/NAND/NOR | 0.186
adder cells (fa/ha/maj) | 0.212
XOR/XNOR | 0.0935
AND-OR/OR-AND | 0.132
multiplexers | 0.0401
-- sequential cells by signal, indices dropped and copies added (netlist names) --
signal / flops
mem_write_addr: 20
init_addr: 20
mem_read_addr: 20
mem_write_data: 3
init_done: 1
mem_init_we: 1
mem_we: 1
-- power by group through the flow --
stage,registers [W],logic (W),clock network (W)
after global routing,0.000310,0.000266,0.000321
after CTS,0.000309,0.000237,0.000306
final,0.000308,0.000234,0.000299
-- layer usage --
layer  track usage  vias up  routed length (um)
met1         0.213     1855                5880
li1              -     2144                   -
met2         0.207      105                4910
met4        0.0116        0                 122
met3        0.0236       10                 488
met5             0        -                   0
-- worst max-delay path, stage by stage --
cell and delay, ns:
clkdlybuf4s50_1 0.65, inv_1 0.21, ha_1 0.32, nor2b_1 0.11, o21ai_0 0.10, a21oi_1 0.16
o21a_1 0.19, nand3_1 0.11, xor2_1 0.17, ha_1 0.29, a21o_1 0.18, a21o_1 0.17
a221oi_1 0.25, o211ai_1 0.25, o31ai_4 0.26, buf_4 0.32
-- final cells by class --
class / count / area (um2)
flip-flops and latches: 66 / 1520
fillers: 1588 / 9990
well taps: 220 / 275
repair buffers: 97 / 963
clock buffers: 10 / 239
multi-input cells: 427 / 3370
inverters: 33 / 124
clock inverters: 6 / 41.3
-- cells in the final DEF (no fill, tap or decap), types with 6 or more instances in the layout --
cell type / netlist / layout
nand3_1: 16 / 16
nor2_1: 42 / 42
nand4_1: 10 / 10
inv_1: 33 / 33
nor2b_1: 16 / 16
dfxtp_1: 46 / 46
and3_1: 8 / 8
nor4_1: 11 / 11
clkbuf_16: 0 / 9
xor2_1: 21 / 21
xnor2_1: 33 / 33
nand2_1: 23 / 23
or3_1: 7 / 7
nand2b_1: 8 / 8
fa_1: 6 / 6
edfxtp_1: 20 / 20
a21oi_1: 24 / 24
clkdlybuf4s50_1: 0 / 94
nor3_1: 10 / 10
o21ai_0: 20 / 20
mux2_2: 18 / 18
a21o_1: 14 / 14
o21a_1: 9 / 9
ha_1: 76 / 76
Power figures rest on the tool's default switching activity, not on a simulated workload.

**flow/run.sh**
```bash
#!/bin/bash
# OpenROAD 26Q1-2900-gdf79404cd8, Yosys 0.63+post, stock flow scripts
make -C /OpenROAD-flow-scripts/flow DESIGN_CONFIG=/design/flow/config.mk WORK_HOME=/design/flow/orfs finish
```
**flow/config.mk**
```make
export PLATFORM = sky130hd
export DESIGN_NAME = VGA_controller
export DESIGN_NICKNAME = VGA_controller
export VERILOG_FILES = /design/flow/design.v
export SDC_FILE = /design/flow/constraint.sdc
export NUM_CORES = 4
export LEC_CHECK = 1
export CORE_UTILIZATION = 50
```
**flow/design.v**
```verilog
`timescale 1ns / 1ps
module VGA_controller(
    input clk_100MHz,   
    input reset,        
    output video_on,    
    output hsync,       
    output vsync,       
    output p_tick,      
    output [9:0] x,     
    output [9:0] y      
    );
    parameter HD = 640;             
    parameter HF = 48;              
    parameter HB = 16;              
    parameter HR = 96;              
    parameter HMAX = HD+HF+HB+HR-1; 
    parameter VD = 480;             
    parameter VF = 10;              
    parameter VB = 33;              
    parameter VR = 2;               
    parameter VMAX = VD+VF+VB+VR-1; 
	reg  [1:0] r_25MHz;
	wire w_25MHz;
	always @(posedge clk_100MHz or posedge reset)
		if(reset)
		  r_25MHz <= 0;
		else
		  r_25MHz <= r_25MHz + 1;
	assign w_25MHz = (r_25MHz == 0) ? 1 : 0; 
    reg [9:0] h_count_reg, h_count_next;
    reg [9:0] v_count_reg, v_count_next;
    reg v_sync_reg, h_sync_reg;
    wire v_sync_next, h_sync_next;
    always @(posedge clk_100MHz or posedge reset)
        if(reset) begin
            v_count_reg <= 0;
            h_count_reg <= 0;
            v_sync_reg  <= 1'b0;
            h_sync_reg  <= 1'b0;
        end
        else begin
            v_count_reg <= v_count_next;
            h_count_reg <= h_count_next;
            v_sync_reg  <= v_sync_next;
            h_sync_reg  <= h_sync_next;
        end
    always @(posedge w_25MHz or posedge reset)
        if(reset)
            h_count_next = 0;
        else
            if(h_count_reg == HMAX)
                h_count_next = 0;
            else
                h_count_next = h_count_reg + 1;         
    always @(posedge w_25MHz or posedge reset)
        if(reset)
            v_count_next = 0;
        else
            if(h_count_reg == HMAX)
                if((v_count_reg == VMAX))
                    v_count_next = 0;
                else
                    v_count_next = v_count_reg + 1;
    assign h_sync_next = (h_count_reg >= (HD+HB) && h_count_reg <= (HD+HB+HR-1));
    assign v_sync_next = (v_count_reg >= (VD+VB) && v_count_reg <= (VD+VB+VR-1));
    assign video_on = (h_count_reg < HD) && (v_count_reg < VD);
    assign hsync  = h_sync_reg;
    assign vsync  = v_sync_reg;
    assign x      = h_count_reg;
    assign y      = v_count_reg;
    assign p_tick = w_25MHz;
endmodule
```
**flow/constraint.sdc**
```tcl
current_design VGA_controller

set clk_period 2.6
set clk_io_pct 0.2

create_clock -name clk0 -period $clk_period [get_ports {clk_100MHz}]

set non_clock_inputs [all_inputs -no_clocks]
set_input_delay [expr $clk_period * $clk_io_pct] -clock clk0 $non_clock_inputs
set_output_delay [expr $clk_period * $clk_io_pct] -clock clk0 [all_outputs]
```
==> GITHUB_STEP_SUMMARY <==
## Implementation flow summary

| Metric | Value |
|---|---|
| Endpoints left unconstrained | `40` |
| Setup crit start kind | `flip-flop` |
| Log Warnings | `32` |
| CTS Root Cell | `clkbuf_8` |
| Final Hold Vio Count | `0` |
| Hold_buf cts | `0` |
| DIE WIDTH | `63.4 microns` |
| GRT Residual Overflow | `0` |
| Crit path largest cell delay | `490 ps` |
| Hold crit path type | `reg -> reg` |
| Post-synth cell types | `37` |
| Ys flops | `44` |
| Init Core Util | `0.544` |
| RSZ-0062 raised after global routing | `no` |
| Total die area | `4020 sq um` |
| Dominant cell area share | `0.584` |
| Vias per cell | `5.29` |
| CP Class | `reg -> out` |
| Layout area overhead | `17.4%` |
| Ys cells | `157` |
| Synth area leader | `dfrtp_1` |
| Fin crit period | `2090 ps` |
| Initial DRC Count | `85` |
| Vias in the first global route | `1148` |
| Routed len/inst | `13.4 microns` |
| Post-Syn Area | `1890 sq um` |
| Max-cap violation count | `0` |
| Gpl congestion | `0.851` |
| Synth Area per Inst | `12.0 sq um` |
| Register area | `1100 sq um` |
| Die H | `63.4 microns` |
| PortBufs | `25` |
| Final Setup Violations | `0` |
| Worst-path cell chain | `o21ai_0, nand2_1, nor2_1, clkdlybuf4s50_1` |
| Post-synth seq share | `0.584` |
| # Post-CTS Setup Buffers | `0` |
| P per Cell Area | `290 nW/um^2` |
| Worst slew margin | `0.649` |
| ANT cells | `0` |
| CTS max path bufs | `2` |
| Arr. time, crit path | `1570 ps` |
| Fmax | `478 MHz` |
| # IOs | `26` |
| Final core utilization | `0.639` |
| Core ar. | `3470 sq um` |
| Clock latency (worst-skew pair) | `270 ps` |
| Post-route ant nets | `0` |
| First-pass DRT Iterations | `4` |
| Largest net degree at the start of global routing | `45` |
| Vias | `1211` |
| Slowest CP cell | `dfrtp_1` |
| Synth Warn # | `1` |
| Standard-cell rows | `21` |
| Post-route clock period utilization | `0.805` |
| First-pass GRT wire length | `5.42 mm` |
| Post-route setup TNS | `0 ps` |
| CTS tree | `built` |
| DRT Wirelength | `3.06 mm` |
| Largest cells by area | `dfrtp_1, ha_1, xnor2_1` |
| Multi-input logic area | `706 sq um` |
| Instance tally after logic synthesis | `157` |
| Crit path max fanout | `8` |
| Clk slew on worst S/H paths | `90 ps` |
| Clk_skew | `1.22 ps` |
| Share of cells above drive strength 1 | `0.109` |
| Register pins left without a clock | `20` |
| H-tree depth | `1` |
| Number of antenna violations at the first check in global routing | `0` |
| Critical Path Sink Type | `output pin` |
| Max VDD drop | `169 uV` |
| Most numerous logic cell after layout | `dfrtp_1` |
| Outcome | `complete, no violations` |
| GRT Total Usage | `0.180` |
| DP HPWL | `2.14 mm` |
| Most frequent cells in the layout | `dfrtp_1, clkdlybuf4s50_1, nand2_1` |
| Slew Limit Fails | `0` |
| Leak | `0.958 nW` |
| DR DRC count | `0` |
| CTS resizes | `0` |
| Filler cell count in the final layout | `275` |
| Worst-Margin Slew | `527 ps` |
| Num CTS Buffers | `3` |
| Synthesis area per yosys | `1890 sq um` |
| Required time of the worst setup path | `2080 ps` |
logic make-up (layout without fill, tap and decap cells):
| group | Yosys count | after routing | synth area share |
|---|---|---|---|
| xor+xnor | 12 | 12 | 0.0557 |
| fa+ha+maj | 8 | 8 | 0.0531 |
| simple gates | 63 | 63 | 0.203 |
| flops | 44 | 44 | 0.584 |
| compound gates | 17 | 17 | 0.0623 |
| buf+inv | 13 | 39 | 0.0424 |
critical path: cells and delay by family, from the launching register on:
| family | cells | cell delay (ps) |
|---|---|---|
| flip-flops | 1 | 490 |
| buffers and inverters | 1 | 460 |
| AND-OR/OR-AND | 1 | 210 |
| AND/OR/NAND/NOR | 2 | 150 |
worst paths after layout:
path                                                  to  slack, ps                      from  cells after the start
worst max register to register      v_sync_reg$_DFF_PP0_       1390  v_count_reg[0]$_DFF_PP0_                      5
worst min-delay path                r_25MHz[0]$_DFF_PP0_        410      r_25MHz[0]$_DFF_PP0_                      1
max in group asynchronous       h_count_reg[6]$_DFF_PP0_       1560                     reset                      3
worst max-delay path                            video_on        510  h_count_reg[7]$_DFF_PP0_                      4
worst min register to register      r_25MHz[0]$_DFF_PP0_        410      r_25MHz[0]$_DFF_PP0_                      1
min in group asynchronous       v_count_reg[2]$_DFF_PP0_        680                     reset                      3
area by class of cell:
class                   instances  share of cell area
well taps                      46              0.0260
inverters                       8              0.0136
repair buffers                 27               0.120
flip-flops and latches         44               0.497
multi-input cells             100               0.319
clock buffers                   4              0.0249
routing by layer:
layer,global-route usage,wire length [microns]
met1,0.338,1600
met2,0.247,1360
met3,0.0184,84
met4,0.0256,22
met5,0,0
Yosys cell counts, drive strengths merged:
library cell,n
a21oi,2
o31ai,1
o22ai,1
nor2b,1
nand2,19
nand2b,3
nor3b,1
and4,2
nor2,7
o21ai,10
and3,3
and2,3
ha,8
xor2,4
nor4,2
o211ai,1
inv,8
clkbuf,1
nor4bb,1
nor4b,1
nand4b,1
a311oi,2
nor3,3
buf,4
nand3,10
dfrtp,44
xnor2,8
nand4,6
power breakdown:
part | internal (mW) | switching (mW) | total (mW)
registers | 0.373 | 0 | 0.373
clock network | 0.135 | 0.121 | 0.256
logic | 0.00239 | 0.0125 | 0.0149
total | 0.510 | 0.133 | 0.643
stage by stage:
stage          area, sq um  hold WS (ps)  cells  power [mW]  worst slack, ps
3_3_place_gp          2160           396    225       0.396              808
2_1_floorplan         1890           386    157       0.390             1050
6_report              2210           412    229       0.643              507
3_5_place_dp          2160           404    225       0.396              786
5_1_grt               2210           448    229       0.677              386
4_1_cts               2210           416    229       0.656              478
Power is estimated from default activity; no workload was simulated.
